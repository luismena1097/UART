`constraint.sdc`:
```
current_design uart

set clk_period 1.5
set clk_io_pct 0.2

create_clock -name clk0 -period $clk_period [get_ports {clk}]

set non_clock_inputs [all_inputs -no_clocks]
set_input_delay [expr $clk_period * $clk_io_pct] -clock clk0 $non_clock_inputs
set_output_delay [expr $clk_period * $clk_io_pct] -clock clk0 [all_outputs]
```
`run.sh`:
```
#!/bin/bash
# OpenROAD 26Q1-2900-gdf79404cd8, Yosys 0.63+post, stock flow scripts
make -C /OpenROAD-flow-scripts/flow DESIGN_CONFIG=/design/flow/config.mk WORK_HOME=/design/flow/orfs finish
```
`config.mk`:
```
export PLATFORM = sky130hd
export DESIGN_NAME = uart
export DESIGN_NICKNAME = uart
export VERILOG_FILES = /design/flow/design.v
export SDC_FILE = /design/flow/constraint.sdc
export NUM_CORES = 4
export LEC_CHECK = 1
export CORE_UTILIZATION = 50
```
`design.v`:
```
`timescale 1ns / 1ps
module Delayer
 # (parameter YY = 10 )  
   (
    input clk,
    input rst,
    input enable,
    output iguales
    );
localparam WIDTH = $clog2(YY);  
reg [WIDTH-1:0]cuenta ;  
assign iguales = ( YY + 1  == cuenta )? 1'b1 : 1'b0;
always @(posedge rst, posedge clk)
    begin
        if (rst)
            cuenta <= {WIDTH{1'b0}};
        else 
            if (enable)
                if (iguales)
                         cuenta <= {WIDTH{1'b0}};
                else 
                        cuenta <= cuenta + 1'b1;
             else
                cuenta <= cuenta;
     end
endmodule
`timescale 1ns / 1ps
module FSM_Debouncer(
    input clk,
    input rst,
    input sw,
	 input fin_delay,
	 output reg rst_out,
    output reg one_shot
    );
parameter [2:0] ini  = 'b000;
parameter [2:0] shot = 'b001;
parameter [2:0] off1 = 'b011;
parameter [2:0] sw_1 = 'b010;
parameter [2:0] off2 = 'b110;
reg [2:0]estado;
always @(posedge rst, posedge clk)
    begin
        if(rst)
            estado <= ini;
        else
            case(estado)
                ini: if (sw)
                        estado <= shot;
                shot: estado <= off1;
                off1: if(fin_delay)
                        estado <= sw_1;
                sw_1: if(~sw)
                        estado <= off2;
                off2: if(fin_delay)
                        estado <=ini;
                default: estado <=ini;
            endcase
    end
always @ (estado)
    begin
        case(estado)
                 ini: begin one_shot = 'b0; rst_out = 1'b1; end
                shot: begin one_shot = 'b1; rst_out = 1'b1; end
                off1: begin one_shot = 'b0; rst_out = 1'b0; end
                sw_1: begin one_shot = 'b0; rst_out = 1'b1; end
                off2: begin one_shot = 'b0; rst_out = 1'b0; end
             default: begin one_shot = 'b0; rst_out = 1'b1; end
        endcase
    end
endmodule
module PISO #(parameter DW=5) (
input clk, nrst, enable, load, 
input [DW-1:0] Data,
output reg Q
);
reg [DW-1:0] register;
always@(posedge clk or posedge nrst)
begin
	if(nrst)
	begin
		register <= {DW{1'b0}};
		Q <= 1'b0;
	end
	else
	begin	
	if(load)
		register <= Data;
	else
		register <= register;
	if(enable)
	begin
		Q <= register[0];
		register <= {1'b0,register[DW-1:1]};
	end
	end
end
endmodule
module SIPO #(parameter DW=8)(
	 input serial_input,
	 input rst, en, clk, 
	 output[DW-1:0] Parallel_out
    );
reg [DW-1:0] register;
always@(posedge clk or posedge rst)
if(rst)
	register <= 'b0;
else if(en)
		register <= {serial_input,register[DW-1:1]};
assign Parallel_out = register;
endmodule
module UART_FSM_Rx (
input clk, nrst, rx, baud_rate_enable_out, count_bits, enable_tk_pkg_done, rx_flag_clr, 
output reg enable_baud_rate_counter, rx_flag, sipo_en
);
localparam IDLE   = 3'b000;		 
localparam START  = 3'b001;		 
localparam DATA   = 3'b011;		 
localparam PARITY = 3'b010;		 
localparam STOP   = 3'b110;		 
localparam CLEAR	= 3'b111;		 
reg [2:0] estado;
always @(posedge clk or posedge nrst)
begin
	if(nrst)
		estado <= IDLE;
	else
	case(estado) 
		IDLE:
		begin		
			if(rx == 1'b0)
				estado <= START;
			else
				estado <= estado;
		end
		START:
		begin
			if(baud_rate_enable_out)
				estado <= DATA;
			else
				estado <= estado;
		end
		DATA:
		begin
			if(count_bits)
				estado <= PARITY;
			else
				estado <= estado;
		end
		PARITY:
		begin
			if(baud_rate_enable_out)
				estado <= STOP;
			else
				estado <= estado;
		end
		STOP:
		begin
			if(enable_tk_pkg_done)
				estado <= CLEAR;
			else
				estado <= estado;
		end
		CLEAR:
		begin
			if(rx_flag_clr)
				estado <= IDLE;
			else
				estado <= estado;
		end
		default:
			estado <= IDLE;
	endcase
end
always @(estado)
begin
case(estado)
	IDLE:
	begin
		enable_baud_rate_counter 	= 1'b0;
		rx_flag							= 1'b0;
		sipo_en							= 1'b0;
	end
	START:
	begin
		enable_baud_rate_counter 	= 1'b1;
		rx_flag							= 1'b0;
		sipo_en							= 1'b0;	
	end
	DATA:
	begin
		enable_baud_rate_counter 	= 1'b1;
		rx_flag							= 1'b0;
		sipo_en							= 1'b1;		
	end
	PARITY:
	begin
		enable_baud_rate_counter 	= 1'b1;
		rx_flag							= 1'b0;	
		sipo_en							= 1'b1;
	end
	STOP:
	begin
		enable_baud_rate_counter 	= 1'b1;
		rx_flag							= 1'b1;
		sipo_en							= 1'b0;	
	end
	CLEAR:
	begin
		enable_baud_rate_counter 	= 1'b0;
		rx_flag							= 1'b1;
		sipo_en							= 1'b0;	
	end
	default:
	begin
		enable_baud_rate_counter 	= 1'b0;
		rx_flag							= 1'b0;
		sipo_en							= 1'b0;
	end
endcase
end
endmodule
module UART_FSM_Tx (
input clk, nrst, tx_send, count_bits, baud_rate_en, enable_tk_pkg_done,
output reg load_data_2_PISO, enable_baud_rate,
output reg [1:0] Selector_datos
);
localparam IDLE   = 3'b000;
localparam START  = 3'b001;
localparam DATA   = 3'b011;
localparam PARITY = 3'b010;
localparam STOP   = 3'b110;
reg [2:0] estado;
always @(posedge clk or posedge nrst)
begin
	if(nrst)
		estado <= IDLE;
	else
	case(estado) 
		IDLE:
		begin		
			if(tx_send)
				estado <= START;
			else
				estado <= estado;
		end
		START:
		begin
			if(baud_rate_en)
				estado <= DATA;
			else
				estado <= estado;
		end
		DATA:
		begin
			if(count_bits)
				estado <= PARITY;
			else
				estado <= estado;
		end
		PARITY:
		begin
			if(baud_rate_en)
				estado <= STOP;
			else
				estado <= estado;
		end
		STOP:
		begin
			if(enable_tk_pkg_done)
				estado <= IDLE;
			else
				estado <= estado;
		end
		default:
			estado <= IDLE;
	endcase
end
always @(estado)
begin
case(estado)
	IDLE:
	begin
		Selector_datos 	= 2'b00;	 
		load_data_2_PISO 	= 1'b1;		 
		enable_baud_rate	= 1'b0;		 
	end
	START:
	begin
		Selector_datos 	= 2'b01;	 
		load_data_2_PISO 	= 1'b0;		 
		enable_baud_rate	= 1'b1;		 
	end
	DATA:
	begin
		Selector_datos 	= 2'b11;	 
		load_data_2_PISO 	= 1'b0;		 
		enable_baud_rate	= 1'b1;		 
	end
	PARITY:
	begin
		Selector_datos 	= 2'b10;	 
		load_data_2_PISO 	= 1'b0;		 
		enable_baud_rate	= 1'b1;		 
	end
	STOP:
		begin
		Selector_datos 	= 2'b00;	 
		load_data_2_PISO 	= 1'b0;		 
		enable_baud_rate	= 1'b1;		 
	end
	default:
	begin
		Selector_datos 	= 2'b00;	 
		load_data_2_PISO 	= 1'b1;		 
		enable_baud_rate	= 1'b0;		 
	end
endcase
end
endmodule
module UART_Rx (
input clk, nrst, rx, rx_flag_clr,
output [7:0] Rx_Data,
output reg parity_error, 
output rx_flag
);
wire enable_baud_rate_counter;
wire baud_rate_enable_out;
wire half_bit_sample_w;
wire enable_tk_pkg_done;
wire parity_check;
wire data_done_counter;
wire sipo_en_w;
wire half_bit_sample_data_w; 
wire [8:0] Rx_Data_w;
SIPO #(.DW(9)) RX_Data_Reg (
.serial_input(rx), .rst(nrst), .en(half_bit_sample_data_w & sipo_en_w), .clk(clk), 	 
.Parallel_out(Rx_Data_w)
);
baud_rate #(.DW(14), .limit(5208)) baud_rate(
.clk(clk), .rst(nrst | ~enable_baud_rate_counter), .en(enable_baud_rate_counter),	 
.enable_out(baud_rate_enable_out), .baud_rate_clk(),
.contador()  
);
baud_rate #(.DW(12), .limit(2604)) half_bit_sample(
.clk(clk), .rst(nrst | ~enable_baud_rate_counter), .en(enable_baud_rate_counter),	 
.enable_out(half_bit_sample_w), .baud_rate_clk(),
.contador()  
);
baud_rate #(.DW(2), .limit(1)) half_bit_sample2(
.clk(clk), .rst(nrst ), .en(half_bit_sample_w),	 
.enable_out(half_bit_sample_data_w), .baud_rate_clk(),
.contador()  
);
contador_comparador #(.DW(4), .limit(8)) contador_bits (
.clk(clk), .rst(nrst | ~enable_baud_rate_counter), .en(baud_rate_enable_out),
.enable_out(data_done_counter),																		 
.contador()  
);
contador_comparador #(.DW(4), .limit(10)) contador_total_bits(
.clk(clk), .rst(nrst | ~enable_baud_rate_counter), .en(baud_rate_enable_out),
.enable_out(enable_tk_pkg_done),																		 
.contador()  
);
parity parity (
    .Tx_Data(Rx_Data_w[7:0]), 
    .parity(parity_check)                
);
always@(parity_check,Rx_Data_w[8])
begin
if(parity_check == Rx_Data_w[8])
	parity_error = 1'b0;
else
	parity_error = 1'b1;
end
UART_FSM_Rx RX_FSM (
.clk(clk), .nrst(nrst), .rx(rx), 
.baud_rate_enable_out(baud_rate_enable_out), .count_bits(data_done_counter), .enable_tk_pkg_done(enable_tk_pkg_done), .rx_flag_clr(rx_flag_clr), 
.enable_baud_rate_counter(enable_baud_rate_counter), .rx_flag(rx_flag), .sipo_en(sipo_en_w)
);
assign Rx_Data = Rx_Data_w[7:0];
endmodule
module UART_Tx (
input clk, nrst, tx_send,
input [7:0] Tx_Data,
output tx_output_serial
);
wire PISO_TX_2_Mux;
wire baud_rate_enable_out;
wire bit_paridad;
wire data_done_counter;
wire load_data_2_PISO;
wire enable_baud_rate_counter;
wire [1:0] selector_mux;
wire enable_tk_pkg_done;
wire one_shot_tx_send;
PISO #(.DW(8)) TX_Data_Reg(
.clk(clk), .nrst(nrst), .enable(baud_rate_enable_out), .load(load_data_2_PISO), .Data(Tx_Data), .Q(PISO_TX_2_Mux));
baud_rate #(.DW(14), .limit(5208)) baud_rate(
.clk(clk), .rst(nrst | ~enable_baud_rate_counter), .en(enable_baud_rate_counter),
.enable_out(baud_rate_enable_out), .baud_rate_clk(),
.contador()  
);
contador_comparador #(.DW(4), .limit(8)) contador_bits(
.clk(clk), .rst(nrst | ~enable_baud_rate_counter), .en(baud_rate_enable_out),
.enable_out(data_done_counter),
.contador()  
);
contador_comparador #(.DW(4), .limit(10)) contador_total_bits(
.clk(clk), .rst(nrst | ~enable_baud_rate_counter), .en(baud_rate_enable_out),
.enable_out(enable_tk_pkg_done),
.contador()  
);
parity parity(
.Tx_Data(Tx_Data),
.parity(bit_paridad)
);
mux4_1 #(.WIDTH(1'b1)) TX_serial (
.Data0(1'b1), .Data1(1'b0), .Data2(bit_paridad), .Data3(PISO_TX_2_Mux),    
.sel(selector_mux),     
.Data_o(tx_output_serial)       
);
Debouncer tx_send_1_shot(.clk(clk), .rst(nrst), .sw(tx_send), .one_shot(one_shot_tx_send));
UART_FSM_Tx TX_FSM(
.clk(clk), .nrst(nrst), .tx_send(one_shot_tx_send), .count_bits(data_done_counter), 
.baud_rate_en(baud_rate_enable_out), .enable_tk_pkg_done(enable_tk_pkg_done),
.load_data_2_PISO(load_data_2_PISO), .enable_baud_rate(enable_baud_rate_counter),
.Selector_datos(selector_mux)
);
endmodule
module baud_rate 
#(parameter DW=4, limit=10)(
	input clk, rst, en,
	output enable_out, 
	output reg baud_rate_clk,
	output reg [DW-1:0]contador
);
wire igual;
assign igual = contador>= (limit);
assign enable_out=igual & en;
always@(posedge clk or posedge rst)
begin
	if(rst)
	begin
		contador<= {DW{1'b0}};
		baud_rate_clk <= 1'b0;
	end
	else 
	if(en)
	begin
		if(igual)
		begin
			contador<={DW{1'b0}};
			baud_rate_clk <= ~baud_rate_clk;
		end
		else
		begin
			contador<=contador + 1'b1;
			baud_rate_clk <= baud_rate_clk;
		end
	end
	else
	begin
		contador <= contador;
		baud_rate_clk <= baud_rate_clk;
	end
end
endmodule
module contador_comparador 
#(parameter DW=4, limit=10)(
	input clk, rst, en,
	output enable_out,
	output reg [DW-1:0]contador
);
wire igual;
assign igual = contador>= (limit);
assign enable_out=igual & en;
always@(posedge clk or posedge rst)
begin
	if(rst)
		contador<= {DW{1'b0}};
	else 
	if(en)
	begin
		if(igual)
			contador<={DW{1'b0}};
		else
			contador<=contador + 1'b1;
	end
	else
		contador <= contador;
end
endmodule
`timescale 1ns / 1ps
module Debouncer(
    input clk,
    input rst, 
    input sw,
    output one_shot
    );
wire fin_delay_w, rst_out_w;
FSM_Debouncer  fsm (.clk(clk), .rst(rst), .sw(sw), .fin_delay(fin_delay_w),
						  .rst_out(rst_out_w), .one_shot(one_shot)     );
Delayer # (.YY(1_500_000) )  
     delay_30ms (.clk(clk), .rst(rst_out_w), .enable(1'b1), .iguales(fin_delay_w)    );
endmodule
module mux4_1 #(parameter WIDTH=32)(
    input  [WIDTH-1:0] Data0,       
    input  [WIDTH-1:0] Data1,       
    input  [WIDTH-1:0] Data2,       
    input  [WIDTH-1:0] Data3,       
	 input  [1:0]  sel,       
    output reg[WIDTH-1:0] Data_o        
);
always@(*) begin
case (sel)
	2'b00:  Data_o = Data0;
	2'b01:  Data_o = Data1;
	2'b10:  Data_o = Data2;
	2'b11:  Data_o = Data3;
	default: Data_o = Data0;  
endcase
end
endmodule
module parity (
input [7:0] Tx_Data,
output parity
);
assign parity = ^Tx_Data;
endmodule
module uart (
    input clk, rst, tx_send, rx, rx_flag_clr,  
    input [7:0] Tx_Data,
    output tx_output_serial,
    output [7:0] Rx_Data,
    output parity_error, rx_flag
);
UART_Tx TX_instance(
    .clk(clk), .nrst(rst), .tx_send(tx_send),
    .Tx_Data(Tx_Data),
    .tx_output_serial(tx_output_serial)
);
UART_Rx RX_instance(
    .clk(clk), .nrst(rst), .rx(rx), .rx_flag_clr(rx_flag_clr),  
    .Rx_Data(Rx_Data),
    .parity_error(parity_error),
    .rx_flag(rx_flag)
);
endmodule
```
==> results.json <==
{
  "critical_path.max_stage_delay_ns": 0.41,
  "period_needed_ns": 2.04,
  "clkTransAtPathRegs_ns": 0.05,
  "async_reset_ff_share_pct": 100,
  "synthCells": 557,
  "dpl-instance-area_mm2": 0.00693,
  "synth_flops": 113,
  "rows": 38,
  "cts_hold_buf": 0,
  "p_comb_share_pct": 1.9,
  "cts_buffers": 17,
  "drc": 0,
  "io-pin-count": 24,
  "r2r_cells": 5,
  "p_switching_w": 0.00146,
  "reg2reg_from": "TX_instance.tx_send_1_shot.delay_30ms.cuenta[19]$_DFF_PN0_",
  "p_leak_nw": 3.94,
  "grt_setup_unrepaired": "yes",
  "fp-utilization_pct": 51.5,
  "crit_fanout": 2,
  "seqPwrFrac_pct": 41.5,
  "route.met3.wl_um": 627,
  "power.density_mw_per_mm2": 852,
  "finalMaxSlewViolations": 0,
  "grt_pass1_wl_um": 21900,
  "top_area_cell": "dfrtp_1",
  "timing.final.ws_setup_ns": -0.540,
  "drt-initial-drc-count": 210,
  "violations": "negative setup slack",
  "hpwl_um": 7500,
  "grt_max_degree": 26,
  "worstSetupEndpointType": "output pin",
  "drt_wl_total_um": 13900,
  "dp_slack_ns": -0.878,
  "yosysSeqAreaShare_pct": 50.7,
  "r2r-end": "TX_instance.tx_send_1_shot.delay_30ms.cuenta[18]$_DFF_PN0_",
  "synth-edff-count": 0,
  "min_period_over_period_pct": 136,
  "yosys.cell_types.count": 50,
  "grtUsageTotal_pct": 24.8,
  "fin_cells": 897,
  "hold_start": "Tx_Data[7]",
  "firstDrtPassIters": 9,
  "hold_viol": 0,
  "critPathKind": "reg -> out",
  "yosys_warnings": 13,
  "cts_sinks": 113,
  "netlist_area_mm2": 0.00559,
  "max_freq_mhz": 490,
  "clkPwrFrac_pct": 56.6,
  "setup_violations": 104,
  "post-place-cells": 808,
  "dieHeight_um": 108,
  "gp_congestion": 0.820,
  "antenna_found_initial": 0,
  "root_buffer": "clkbuf_8",
  "common_cells": "110 x dfrtp_1, 55 x nor2_1, 54 x nand2_1",
  "dr_wl_met2_um": 6590,
  "avgSynthCellArea_um2": 10.0,
  "num_vias": 4760,
  "port_buffers": 23,
  "internal-power_w": 0.00594,
  "core_area_mm2": 0.0108,
  "warning_count": 41,
  "drtAntennaViolNets": 0,
  "top_layer_used": "met4",
  "worstHoldPathCells": 3,
  "crit_chain": "xnor2_2 > xnor2_1 > xnor2_1 > xnor2_1 > buf_2",
  "drt-vias-per-instance": 5.31,
  "htreeDepth": 4,
  "slew_headroom_pct": 64.8,
  "min_path_type": "in -> reg",
  "synthTopCellsByArea": "dfrtp_1 49%, xnor2_1 4.7%, xor2_1 3.9%",
  "fin_area_mm2": 0.00868,
  "yosys_area_mm2": 0.00559,
  "cp.required_ns": 1.20,
  "drive_above_1_share_pct": 44.6,
  "die_w_um": 108,
  "critPathArrivalTime_ns": 1.74,
  "path_delay_family": "XOR/XNOR gates",
  "ff_type": "dfrtp_1",
  "wire_per_inst_um": 15.5,
  "cp.buffers_inverters": 1,
  "cts_tree": "built",
  "synth_top_area_share_pct": 49.3,
  "num_antenna_cells": 0,
  "skew_ns": 0.00718,
  "crit_path_top_delay_cell": "dfrtp_1",
  "sw_frac_of_total_pct": 19.7,
  "rrSetupSlack_ns": -0.32,
  "clock_path_buffers": 2,
  "syn_to_final_growth_pct": 55.3,
  "clkLatencyLatePin_ns": 0.51,
  "path_common_cell": "xnor2_1",
  "max_cap_viol_count": 0,
  "min_to": "TX_instance.TX_Data_Reg.register[7]$_DFFE_PP0P_",
  "irDropWorstVdd_uv": 1120,
  "chip_area_mm2": 0.0116,
  "worst_slew_pin_slew_ns": 0.526,
  "ys_cells": 557,
  "wl_met1_um": 6630,
  "critPathLaunchType": "register",
  "top_cell": "dfrtp_1",
  "grt_pass1_vias": 4707,
  "overflow": 0,
  "run_status": "finished with violations"
}
[cells by family after synthesis]
kind of cell             synth area share, %
adder cells (fa/ha/maj)                 3.81
XOR/XNOR                                8.62
flip-flops                              50.7
AND-OR/OR-AND                           9.61
multiplexers                            3.45
buffers and inverters                   4.57
AND/OR/NAND/NOR                         19.3
[worst min-delay path, delay by kind of cell]
kind                   cells  cell delay [ns]
buffers and inverters      1             0.22
AOI/OAI and AO/OA          1             0.05
and+or+nand+nor            1             0.07
[area by class of cell]
type,count,area (µm²)
multi-input combinational,395,3220
sequential,113,2840
fill,571,2160
timing repair buffer,181,1690
clock buffer,21,459
tap,140,175
clock inverter,11,160
inverter,36,135
[per-layer routing]
metal / up-vias / global-route usage (%)
li1: 2303 / -
met1: 2353 / 40.2
met2: 95 / 37.2
met3: 9 / 5.43
met4: 0 / 2.25
met5: - / 0
[registers in the layout (all words and copies together) (netlist names), 5 cells and up]
name and cells:
TX_instance.tx_send_1_shot.delay_30ms.cuenta 21, RX_instance.baud_rate.contador 14, TX_instance.baud_rate.contador 14, RX_instance.half_bit_sample.contador 12, RX_instance.RX_Data_Reg.register 9, TX_instance.TX_Data_Reg.register 8, RX_instance.RX_FSM.estado 6, TX_instance.TX_FSM.estado 5
TX_instance.tx_send_1_shot.fsm.estado 5
[metrics by stage]
| step | hold WS (ns) | total power, W | util (%) | setup TNS, ns |
|---|---|---|---|---|
| final | 0.173 | 0.00740 | 80.1 | -14.72 |
| after global routing | 0.168 | 0.00767 | 80.1 | -21.00 |
| after CTS | 0.158 | 0.00746 | 75.6 | -12.85 |
| after detailed placement | 0.333 | 0.00327 | 63.9 | -11.22 |
| after global placement | 0.332 | 0.00327 | 63.9 | -10.29 |
| after floorplan | 0.374 | 0.00320 | - | -7.59 |
[repair_timing]
action / CTS / global route
cloned: 11 / 0
hold endpoints to repair: 0 / 0
pin swaps: 72 / 46
setup endpoints to repair: 108 / 114
setup buffers: 33 / 25
gates resized: 150 / 98
[power by group through the flow]
stage / clock network (W) / logic, W / registers, W
CTS: 0.00424 / 0.000145 / 0.00307
global route: 0.00444 / 0.000158 / 0.00307
finish: 0.00419 / 0.000141 / 0.00307
[how the worst max path moves through the flow]
stage                                                            from      endpoint  cells after the start
final                 RX_instance.RX_Data_Reg.register[5]$_DFFE_PP0P_  parity_error                      5
after global routing  RX_instance.RX_Data_Reg.register[5]$_DFFE_PP0P_  parity_error                      5
after CTS             RX_instance.RX_Data_Reg.register[6]$_DFFE_PP0P_  parity_error                      5
[layout by cell type, fill, tap and decap left out, types with 7 or more instances in the layout]
cell type        n
nand3_1         11
nand4_1         15
mux2_4           7
o21ai_2         11
nand3_2          9
nor2_1          33
xor2_1          23
mux2i_1          8
xnor2_1         27
buf_6           44
nand2_2         11
clkbuf_16       17
buf_4          104
ha_1            16
o21ai_1         29
nand2_1         39
nor2_2          14
dfrtp_1        107
inv_1           36
nor2_4           9
dlygate4sd2_1    8
buf_12           9
Power is estimated from default activity; no workload was simulated.
